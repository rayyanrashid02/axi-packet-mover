## design/flow/design.v

```verilog
module fifo_sync #(
    parameter int WIDTH = 32,
    parameter int DEPTH = 16    
)(
    input  logic                 clk,
    input  logic                 rst_n,
    input  logic                 wr_en,
    input  logic [WIDTH-1:0]     wr_data,
    output logic                 full,
    input  logic                 rd_en,
    output logic [WIDTH-1:0]     rd_data,
    output logic                 empty,
    output logic [$clog2(DEPTH+1)-1:0] level
);
    localparam int PTR_W = $clog2(DEPTH);
    logic [WIDTH-1:0] mem [0:DEPTH-1];
    logic [PTR_W-1:0] wr_ptr, rd_ptr;
    logic [$clog2(DEPTH+1)-1:0] count;
    logic push, pop;
    assign push = wr_en && !full;
    assign pop  = rd_en && !empty;
    always_ff @(posedge clk or negedge rst_n) begin
        if (!rst_n) begin
            wr_ptr <= 0;
            rd_ptr <= 0;
            count <= 0;
        end else begin
            if (push) begin
                mem[wr_ptr] <= wr_data;
                wr_ptr <= wr_ptr + 1;
            end
            if (pop) begin
                rd_ptr <= rd_ptr + 1;
            end
            case ({push, pop})
                2'b10: count <= count + 1;
                2'b01: count <= count - 1;
                default: count <= count;
            endcase
        end
    end
    assign rd_data = mem[rd_ptr];
    assign full = (count == DEPTH);
    assign empty = (count == 0);
    assign level = count;
endmodule
```

## design/flow/run.sh

```bash
#!/bin/bash
# OpenROAD 26Q1-2900-gdf79404cd8, Yosys 0.63+post, stock flow scripts
make -C /OpenROAD-flow-scripts/flow DESIGN_CONFIG=/design/flow/config.mk WORK_HOME=/design/flow/orfs finish
```

## design/flow/config.mk

```make
export PLATFORM = sky130hd
export DESIGN_NAME = fifo_sync
export DESIGN_NICKNAME = fifo_sync
export VERILOG_FILES = /design/flow/design.v
export SDC_FILE = /design/flow/constraint.sdc
export NUM_CORES = 4
export LEC_CHECK = 1
export CORE_UTILIZATION = 40
```

## design/flow/constraint.sdc

```tcl
current_design fifo_sync

set clk_period 6.4
set clk_io_pct 0.2

create_clock -name clk0 -period $clk_period [get_ports {clk}]

set non_clock_inputs [all_inputs -no_clocks]
set_input_delay [expr $clk_period * $clk_io_pct] -clock clk0 $non_clock_inputs
set_output_delay [expr $clk_period * $clk_io_pct] -clock clk0 [all_outputs]
```

==> impl_metrics.csv <==
group,metric,value,unit
critical_path,path_class,"flop to output pin",
min_path,hold_path_class,"flop to flop",
critical_path,crit_family,"buffers and inverters",
finish,final_cells,2019,
yosys,synth-edff-count,512,
clocking,clockBufferDepth,3,
grt,grt_max_degree,60,
die,dieArea,51300,um2
clocking,cts.sinks,525,
finish,drive_gt1_share,10.4,%
finish,n_fill_cell,4133,
clocking,numCtsBuffers,52,
yosys,netlist_area,20100,um2
yosys,synthTopLogicFamily,"AND-OR/OR-AND gates",
grt,grt.total_usage,21.0,%
clocking,hold_buffers,0,
routing,first_iter_violations,738,
finish,layout_top_cells,"edfxtp_1, a21oi_1, clkdlybuf4s50_1",
yosys,ys_warn_count,2,
critical_path,crit_top_cell,"inv_1",
sta,rsz0062_at_grt,"false",
die,num_rows,81,
die,io-pin-count,75,
critical_path,slowest_stage,"ha_2",
critical_path,worstPathRequired,5.12,ns
job,cap_violations,0,
run_status,status,"finished clean",
die,die_h,226,um
clocking,cts_resized,0,
grt,grt_antenna_before_repair,4,
placement,post-dp-hpwl,26800,um
placement,port_buffers,74,
critical_path,path_max_fanout,29,
grt,gr-total-overflow,0,
yosys,ys_chip_area,20100,um2
yosys,avgSynthCellArea,16.4,um2
routing,ant_nets,0,
yosys,xor_area_share,0.435,%
routing,via_per_inst,5.64,
critical_path,worst_setup_path_start_kind,"flop",
sta,finalSetupViolCount,0,
power,power,10.6,mW
yosys,ys.flops,525,
grt,grt_pass1_vias,11700,
yosys,simple_gate_area_share,4.17,%
power,peakVddDrop,0.217,mV
sta,fin_crit,5.34,ns
clocking,htree_levels,2,
finish,area_delta_synth_final,16.6,%
critical_path,critPathBufInv,4,
yosys,synth-adder-area-share,0.845,%
yosys,ys_cells,1227,
clocking,worstSkewPairLatency,0.56,ns
clocking,cts_setup_buffers,0,
power,leakage,7.49,nW
placement,gp_congestion,0.845,
die,initial_core_util,40.9,%
routing,wire_per_inst,24.0,um
critical_path,cpPeakStageDelay,0.67,ns
routing,firstDrtPassIters,5,
routing,routed_wirelength,48400,um
yosys,synth.distinct_cells,47,
sta,hold_violations,0,
yosys,muxShareOfSynthArea,2.24,%
sta,period_used_share,83.4,%
critical_path,end_kind,"output pin",
sta,fmax,187,MHz
yosys,aoi_share,12.3,%
clocking,cts_root_buffer,"clkbuf_16",
grt,grt_pass1_wl,72100,um
sta,slew_headroom,39.9,%
yosys,synthCells,1227,
critical_path,arrival,4.06,ns
routing,vias,11400,
yosys,synth-async-reset-ratio,2.48,%
sta,setup_tns,0,ns
die,chipWidth,226,um
power,pwr_density_cell,450,nW/um2
job,warning_count,31,
sta,fin_skew,0.0133,ns
finish,final_common_cell,"edfxtp_1",
sta,drv_slew,0,
routing,drc_errors,0,
yosys,ff_type,"edfxtp_1",
die,core-area,49300,um2
clocking,clk_pin_slew,0.06,ns
clocking,cts_tree,"built",
yosys,ys_seq_share,78.0,%
placement,placed_cells_incl_taps,1922,
critical_path,cp_cell_sequence,"inv_1 > ha_2 > buf_4 > inv_1 > nor2_1 > a2111oi_0 > a21oi_1 > clkdlybuf4s50_1",
sta,worst_pin_slew,0.901,ns
cells in the mapped netlist, drive strengths merged (9+ instances only):
| cell type | number | area share, % |
|---|---|---|
| edfxtp | 512 | 76 |
| nor2 | 85 | 1.6 |
| a21oi | 82 | 2.0 |
| a22oi | 73 | 2.7 |
| nand2 | 59 | 1.1 |
| buf | 47 | 1.1 |
| mux2i | 45 | 2.2 |
| clkbuf | 40 | 0.75 |
| a221oi | 37 | 1.6 |
| a2111oi | 22 | 1.0 |
| a22o | 20 | 0.87 |
| nand3 | 20 | 0.50 |
| o21ai | 18 | 0.47 |
| o22ai | 17 | 0.53 |
| a31oi | 15 | 0.47 |
| a222oi | 13 | 0.65 |
| dfrtp | 13 | 1.6 |
| a311oi | 12 | 0.52 |
| ha | 12 | 0.75 |
| inv | 12 | 0.22 |
| o32a | 9 | 0.45 |
power by group:
group	switching (mW)	total [mW]	internal, mW
clock network	1.21	2.97	1.76
logic	1.97	3.42	1.46
registers	0.177	4.17	3.99
cell type report:
type | instances | area (um2) | share of cell area, %
flip-flops and latches | 525 | 15700 | 66.9
multi-input cells | 603 | 4150 | 17.7
clock buffers | 67 | 1420 | 6.04
repair buffers | 118 | 1070 | 4.56
well taps | 664 | 831 | 3.54
clock inverters | 29 | 256 | 1.09
inverters | 12 | 45.0 | 0.192
diodes | 1 | 2.50 | 0.0107
logic make-up (layout without fill, tap and decap cells):
logic type	Yosys count	count (layout)
DFF	525	525
AOI/OAI and AO/OA	340	340
and+or+nand+nor	195	195
buffers and inverters	99	226
muxes	45	45
adders and majority gates	13	13
xor gates and xnor gates	10	10
other	0	1
final timing paths:
path / startpoint / end / slack [ns] / cells after the start
min in group asynchronous: rst_n / count[4] / 1.04 / 2
max: rd_ptr[0] / rd_data[31] / 1.06 / 8
min reg2reg: count[4] / count[4] / 0.53 / 1
max in group asynchronous: rst_n / rd_ptr[3] / 5.12 / 2
max reg2reg: count[1] / count[4] / 3.25 / 11
min: count[4] / count[4] / 0.53 / 1
sequential cells by signal, indices dropped and copies added, names as in the netlist:
signal  cells
rd_ptr      4
wr_ptr      4
mem       512
count       5
metal layers:
layer / global-route usage, % / vias to the layer above / wire length, um / part of all wire (%)
met3: 12.4 / 66 / 6250 / 13
met4: 3.77 / 6 / 951 / 2.0
li1: - / 5116 / - / -
met1: 29.8 / 5642 / 18700 / 39
met2: 30.5 / 565 / 22500 / 46
met5: 0.293 / - / 34 / 0.070
stage by stage:
step                      hold WS, ns  utilization (%)  area (um2)  worst slack (ns)
after floorplan                 0.466                -       20100              1.88
after global placement          0.525             44.3       21800              1.71
after detailed placement        0.515             44.3       21800              1.66
after CTS                       0.538             47.7       23500              1.06
after global routing            0.585             47.7       23500             0.907
final                           0.535             47.7       23500              1.06
Power and IR drop assume default switching activity.
