--- /design/flow/run.sh ---
#!/bin/bash
# OpenROAD 26Q1-2900-gdf79404cd8, Yosys 0.63+post, stock flow scripts
make -C /OpenROAD-flow-scripts/flow DESIGN_CONFIG=/design/flow/config.mk WORK_HOME=/design/flow/orfs finish
--- /design/flow/config.mk ---
export PLATFORM = sky130hd
export DESIGN_NAME = axis_skid_buffer
export DESIGN_NICKNAME = axis_skid_buffer
export VERILOG_FILES = /design/flow/design.v
export SDC_FILE = /design/flow/constraint.sdc
export NUM_CORES = 4
export LEC_CHECK = 1
export CORE_UTILIZATION = 30
--- /design/flow/constraint.sdc ---
current_design axis_skid_buffer

set clk_period 5.9
set clk_io_pct 0.2

create_clock -name clk0 -period $clk_period [get_ports {clk}]

set non_clock_inputs [all_inputs -no_clocks]
set_input_delay [expr $clk_period * $clk_io_pct] -clock clk0 $non_clock_inputs
set_output_delay [expr $clk_period * $clk_io_pct] -clock clk0 [all_outputs]
--- /design/flow/design.v ---
module axis_skid_buffer #(
    parameter int DATA_W = 32
)(
    input  logic                 clk,
    input  logic                 rst_n,
    input  logic                 s_valid,
    output logic                 s_ready,
    input  logic [DATA_W-1:0]    s_data,
    output logic                 m_valid,
    input  logic                 m_ready,
    output logic [DATA_W-1:0]    m_data
);
    logic buf_valid;
    logic [DATA_W-1:0] buf_data;
    always_comb begin
        if (buf_valid) begin
            m_valid = 1'b1;
            m_data = buf_data;
        end else begin
            m_valid = s_valid;
            m_data = s_data;
        end
    end
    assign s_ready = ~buf_valid;
    wire out_fire = m_valid && m_ready;
    wire in_fire = s_valid && s_ready;
    always_ff @(posedge clk or negedge rst_n) begin
        if (!rst_n) begin
            buf_valid <= 1'b0;
            buf_data <= '0;
        end else begin
            if (buf_valid) begin
                if (out_fire) begin
                    buf_valid <= 0;
                end
            end else begin
                if (!m_ready && in_fire) begin
                    buf_valid <= 1'b1;
                    buf_data <= s_data;
                end
            end
        end
    end
endmodule
==> flow_metrics.tcl <==
# place-and-route summary
set metrics [dict create \
    setup_tns_ns 0 \
    critPathMaxStageDelay_ns 0.83 \
    seq_area_frac_synth_pct 50.3 \
    slew_headroom_pct 49.7 \
    ant_nets 0 \
    cts_hold_buf 0 \
    rsz0062_at_grt "false" \
    synth.distinct_cells 9 \
    top_cell_area_share_pct 50.3 \
    grt_pass1_wl_um 5600 \
    final_max_slew_viol_count 0 \
    gr-total-overflow 0 \
    post-route-period-util_pct 58.8 \
    finalInstanceArea_sq_mm 0.00248 \
    num_vias 1111 \
    cp_num_buf_inv 2 \
    worstReg2RegEnd "buf_data[12]" \
    grt_usage_pct 12.3 \
    crit_slowest_cell "dfrtp_1" \
    stdcell_count 251 \
    cts_root_buf "clkbuf_8" \
    p_seq_share_pct 45.7 \
    min_from "buf_data[26]" \
    io_buffers 69 \
    crit_arrival_ns 2.29 \
    outcome "completed" \
    p_per_area_mw_per_mm2 255 \
    net-switching-power_uw 134 \
    finalSetupViolations 0 \
    diodes 0 \
    fin_skew_ns 0.00472 \
    ios 70 \
    hold_ws_ns 0.479 \
    core-area_sq_mm 0.00517 \
    drc_errors 0 \
    dpl.hpwl_um 2230 \
    final_layout_size_suffix_gt1_share_pct 40.3 \
    synth_stat.cells 108 \
    ys_chip_area_sq_mm 0.00164 \
    dieWidth_um 76.0 \
    path_cells "buf_4 > mux2_2 > clkdlybuf4s50_1" \
    r2r_slack_ns 3.37 \
    route.met2.wl_um 1410 \
    post_cts_resized 0 \
    ys_warn_count 1 \
    path_clk_slew_ns 0.07 \
    cts_buffers 5 \
    antenna_found_initial 0 \
    required_ns 4.72 \
    crit_path_end_kind "output port" \
    synth_cells 108 \
    htree_levels 2 \
    min_period_ns 3.47 \
    grt_pass1_vias 1196 \
    clockBufferDepth 2 \
    dieArea_sq_mm 0.00577 \
    routed_wirelength_um 3220 \
    wl_met3_um 286 \
    place_area_sq_mm 0.00238 \
    syn_avg_cell_area_sq_um 15.2 \
    wl_met1_um 1480 \
    area_leaders "dfrtp_1, mux2_2, buf_6, mux2_1, nor3b_4" \
    worstPathMaxFanout 18 \
    place_ws_ns 2.42 \
    areaGrowthSynthToFinish_pct 51.3 \
    power.internal_uw 500 \
    dp.cells 243 \
    rows 26 \
    globalplace.congestion 0.703 \
    fillers 439 \
    initial_utilization_pct 31.7 \
    worstHoldEndpoint "buf_data[26]" \
    drt_iter0_drc 20 \
    grt_max_degree 34 \
    die_height_um 76.0 \
    wl_per_cell_um 12.8 \
    share_comb_of_total_power_pct 25.8 \
    cts_sinks 33 \
    ys_seq_elements 33 \
    hold_path.class "flop to flop" \
    hold_depth 1 \
    highest_layer "met4" \
    setup_ws_ns 2.43 \
    viasPerCell 4.43 \
    rr_startpoint "buf_valid" \
    syn_area_sq_mm 0.00164 \
    power_leakage_uw 0.000986 \
    sw_frac_of_total_pct 21.1 \
    clockPowerShare_pct 28.5 \
    hold_violations 0 \
    worst_pin_slew_ns 0.755 \
    ff2ff_path_depth 4 \
    critPathKind "flop to output port" \
    crit_family "flip-flops" \
    insertion_delay_ns 0.27 \
    critPathLaunchType "flop" \
    tool_warnings 25 \
    drv_cap 0 \
    cts_setup_buffers 0 \
    fmax_mhz 288 \
    vdd_drop_max_mv 0.140 \
    dr.pass1.iters 2 \
    cts_tree "built" \
    synth_top_cell_by_area "dfrtp_1" \
]
-- how the worst max path moves through the flow --
stage / slack (ns) / to / cells past startpoint / start
after CTS: 2.37 / m_data[22] / 3 / buf_valid
after global routing: 2.29 / m_data[28] / 3 / buf_valid
final: 2.43 / m_data[28] / 3 / buf_valid
-- layout make-up --
class | count | area (sq um) | area share [%]
clock buffers | 7 | 96.3 | 3.88
clock inverters | 1 | 5.00 | 0.202
inverters | 1 | 3.75 | 0.151
multi-input cells | 67 | 752 | 30.3
flip-flops and latches | 33 | 826 | 33.2
well taps | 70 | 87.6 | 3.53
repair buffers | 72 | 713 | 28.7
-- layout by cell type, fill, tap and decap left out --
| cell type | count |
|---|---|
| nor2b_1 | 1 |
| mux2_1 | 4 |
| or2_2 | 1 |
| clkinv_2 | 1 |
| nor3b_4 | 1 |
| mux2_2 | 60 |
| clkdlybuf4s50_1 | 69 |
| inv_1 | 1 |
| dfrtp_1 | 33 |
| clkbuf_8 | 7 |
| buf_4 | 3 |
-- cells in the mapped netlist --
master / instances
buf_6: 4
nor2b_1: 1
mux2_2: 60
inv_1: 1
buf_2: 3
or2_2: 1
nor3b_4: 1
mux2_1: 4
dfrtp_1: 33
-- stage by stage --
step	util (%)	total power, uW
after global routing	48.0	676
after detailed placement	46.1	459
after floorplan	-	362
final	48.0	634
after CTS	48.0	650
after global placement	46.1	457
-- state kept, by name, summed over array words and instances (netlist names) --
| signal | flops |
|---|---|
| buf_data | 32 |
| buf_valid | 1 |
-- worst register-to-register path, stage by stage (launching register included) --
cell     delay [ns]
dfrtp_1        0.66
buf_4          0.36
nor3b_4        0.61
buf_4          0.40
mux2_2         0.38
-- metal layers --
metal	vias up	track usage, %
li1	537	-
met1	522	17.3
met2	48	19.5
met3	4	4.38
met4	0	1.54
met5	-	0
-- power by group through the flow --
stage | Combinational [uW] | Clock [uW] | Sequential (uW)
4_1_cts | 167 | 193 | 290
5_1_grt | 180 | 200 | 297
6_report | 163 | 181 | 290
-- logic make-up (layout without fill, tap and decap cells) --
kind of cell	Yosys count	after routing	share of synthesized area, %
muxes	64	64	43.9
DFF	33	33	50.3
buffers and inverters	8	81	3.89
and+or+nand+nor	3	3	1.91
No activity file was given, so power comes from the tool's default toggle rates.
