==> design/flow/design.v <==
module fifo_async #(
    parameter int WIDTH = 32,
    parameter int DEPTH = 16    
)(
    input  logic                 wclk,
    input  logic                 wrst_n,
    input  logic                 wr_en,
    input  logic [WIDTH-1:0]     wr_data,
    output logic                 full,
    input  logic                 rclk,
    input  logic                 rrst_n,
    input  logic                 rd_en,
    output logic [WIDTH-1:0]     rd_data,
    output logic                 empty
);
    localparam int ADDR_W = $clog2(DEPTH);
    localparam int PTR_W  = ADDR_W + 1;  
    initial begin
        if (DEPTH < 4) $fatal(1, "fifo_async: DEPTH must be >= 4 (got %0d)", DEPTH);
        if ((DEPTH & (DEPTH-1)) != 0) $fatal(1, "fifo_async: DEPTH must be power-of-2 (got %0d)", DEPTH);
    end
    logic [WIDTH-1:0] mem [0:DEPTH-1];
    logic [PTR_W-1:0] wptr_bin,  wptr_bin_next;
    logic [PTR_W-1:0] wptr_gray, wptr_gray_next;
    logic [PTR_W-1:0] rptr_gray_w1, rptr_gray_w2;
    logic full_next;
    logic [PTR_W-1:0] rptr_bin,  rptr_bin_next;
    logic [PTR_W-1:0] rptr_gray, rptr_gray_next;
    logic [PTR_W-1:0] wptr_gray_r1, wptr_gray_r2;
    logic empty_next;
    logic push, pop;
    assign push = wr_en && !full;
    assign pop  = rd_en && !empty;
    assign wptr_bin_next  = wptr_bin + (push ? 1'b1 : 1'b0);
    assign rptr_bin_next  = rptr_bin + (pop  ? 1'b1 : 1'b0);
    assign wptr_gray_next = (wptr_bin_next >> 1) ^ wptr_bin_next;
    assign rptr_gray_next = (rptr_bin_next >> 1) ^ rptr_bin_next;
    assign empty_next = (rptr_gray_next == wptr_gray_r2);
    assign full_next  = (wptr_gray_next ==
                        {~rptr_gray_w2[PTR_W-1:PTR_W-2], rptr_gray_w2[PTR_W-3:0]});
    always_ff @(posedge wclk or negedge wrst_n) begin
        if (!wrst_n) begin
            wptr_bin     <= '0;
            wptr_gray    <= '0;
            rptr_gray_w1 <= '0;
            rptr_gray_w2 <= '0;
            full         <= 1'b0;
        end else begin
            rptr_gray_w1 <= rptr_gray;
            rptr_gray_w2 <= rptr_gray_w1;
            if (push) begin
                mem[wptr_bin[ADDR_W-1:0]] <= wr_data;
            end
            wptr_bin  <= wptr_bin_next;
            wptr_gray <= wptr_gray_next;
            full      <= full_next;
        end
    end
    always_ff @(posedge rclk or negedge rrst_n) begin
        if (!rrst_n) begin
            rptr_bin     <= '0;
            rptr_gray    <= '0;
            wptr_gray_r1 <= '0;
            wptr_gray_r2 <= '0;
            empty        <= 1'b1;
            rd_data      <= '0;
        end else begin
            wptr_gray_r1 <= wptr_gray;
            wptr_gray_r2 <= wptr_gray_r1;
            if (pop) begin
                rd_data <= mem[rptr_bin[ADDR_W-1:0]];
            end
            rptr_bin  <= rptr_bin_next;
            rptr_gray <= rptr_gray_next;
            empty     <= empty_next;
        end
    end
endmodule
==> design/flow/run.sh <==
#!/bin/bash
# OpenROAD 26Q1-2900-gdf79404cd8, Yosys 0.63+post, stock flow scripts
make -C /OpenROAD-flow-scripts/flow DESIGN_CONFIG=/design/flow/config.mk WORK_HOME=/design/flow/orfs finish
==> design/flow/config.mk <==
export PLATFORM = sky130hd
export DESIGN_NAME = fifo_async
export DESIGN_NICKNAME = fifo_async
export VERILOG_FILES = /design/flow/design.v
export SDC_FILE = /design/flow/constraint.sdc
export NUM_CORES = 4
export LEC_CHECK = 1
export CORE_UTILIZATION = 50
==> design/flow/constraint.sdc <==
current_design fifo_async

set clk_period 6.2
set clk_io_pct 0.2

create_clock -name clk0 -period $clk_period [get_ports {rclk}]
create_clock -name clk1 -period $clk_period [get_ports {wclk}]

set non_clock_inputs [all_inputs -no_clocks]
set_input_delay [expr $clk_period * $clk_io_pct] -clock clk0 $non_clock_inputs
set_output_delay [expr $clk_period * $clk_io_pct] -clock clk0 [all_outputs]
==> results.cfg <==
; yosys + openroad results
[sta]
final-hold-violation-count = 0
setup_violations = 0
skew_ns = 0.0270
holdWs_ns = 0.118
tightest_slew_ns = 0.887
finalMaxSlewViolations = 0
final.setup.worst_slack_ns = 2.31
tns_ns = 0
relSlewSlack = 0.393
rsz0062_at_grt = no

[yosys]
area_leaders = edfxtp_1 (69%), dfrtp_1 (7.9%), mux2i_1 (3.4%), a22oi_1 (2.3%), a221oi_1 (1.0%)
synth-area-yosys_mm2 = 0.0224
synth-main-ff-cell = edfxtp_1
synth_top_area_share = 0.688
yosys-stat-cells = 1327
synth_area_mm2 = 0.0224
yosysWarnings = 2
most_common_cell = edfxtp_1
synthArstFlopShare = 0.123
synth_area_per_cell_um2 = 16.8
edf_count = 512
ys_seq_frac = 0.769
largest_area_cell = edfxtp_1
top_cells_by_count = edfxtp_1 (512), mux2i_1 (76), dfrtp_1 (71), a22oi_1 (69), nand2_1 (55)
ys.flops = 584
syn_inst = 1327
synth_cell_types = 73

[die]
core-area_mm2 = 0.0441
ioPinCount = 72
num_rows = 77
dieArea_mm2 = 0.0456
die-width_um = 213
die_h_um = 213
fp_util = 0.507

[cells_and_area]
n_fill_cell = 3360
syn_to_final_growth_pct = 15.2
drive_above_1_share = 0.127
utilization = 0.583

[route]
top_layer_used = met4
met1_length_um = 22100
antenna-diode-count = 0
wl_met3_um = 8130
first_pass_iters = 5
postRouteAntennaNets = 0
vias = 12631
first_iter_violations = 953
drc_errors = 0
viasPerCell = 6.13
drt_wl_total_um = 59500
dr_wl_met2_um = 27600
wl_per_cell_um = 28.9

[critical_path]
worst-setup-path-type = input pin to register
arrival_ns = 4.17
critPathRequiredTime_ns = 6.48
cp-start-kind = input pin
worst_path_largest_cell_delay_ns = 0.49
crit_slowest_cell = buf_4
path_cells = clkdlybuf4s50_1, nand2b_2, buf_4, inv_1, buf_4, ha_1, ha_1, nand3_1, xor2_1, xnor2_1, xnor2_1, o2111a_1
critPathCaptureType = register
cp_max_fo = 41

[place]
globalplace.congestion = 0.896
port_buffers = 70
dp_hpwl_um = 34400
pre_cts_ws_ns = 1.97

[clock_tree]
clk_pin_slew_ns = 0.07
cts_tree = built
ctsHoldBuffers = 0
cts_resized = 0
cts.sinks = 584
post_cts_buffers = 0

[grt]
grt_max_degree = 73
grt_remaining_overflow = 0
first_global_vias = 13098
antenna_found_initial = 0
grt_first_pass_wirelength_um = 87000
grtUsageTotal = 0.303

[pwr]
irDropWorstVdd_v = 0.000251
cellLeakagePower_nw = 8.57
power_density_mw_per_mm2 = 474

[worst_hold_path]
worst_hold_path_type = register to register

[job]
warnings = 26
max_cap_viol_count = 0

[outcome]
status = finished, final reports clean
==> worst max-delay path: cells and delay by family <==
kind / cells / cell delay, ns
AND/OR/NAND/NOR: 2 / 0.16
AND-OR/OR-AND: 1 / 0.19
buffers and inverters: 4 / 1.37
adder cells (fa/ha/maj): 2 / 0.53
XOR/XNOR: 3 / 0.65
==> cells in the final DEF (no fill, tap or decap), types with 13 or more instances in the layout <==
| cell | instances |
|---|---|
| edfxtp_1 | 512 |
| mux2i_1 | 76 |
| a22oi_1 | 69 |
| clkdlybuf4s50_1 | 69 |
| dfrtp_1 | 67 |
| clkbuf_16 | 63 |
| nand2_1 | 55 |
| buf_4 | 45 |
| o21ai_0 | 43 |
| a21oi_1 | 35 |
| nor2_1 | 28 |
| a221oi_1 | 26 |
| o22ai_1 | 24 |
| o221ai_1 | 23 |
| a22o_1 | 20 |
| nor3_1 | 18 |
| clkinv_2 | 14 |
| mux2_2 | 13 |
| a2bb2oi_1 | 13 |
| xor2_1 | 13 |
==> cell type report <==
type / instances / area [um2] / area share
sequential: 584 / 17200 / 0.668
multi-input combinational: 650 / 4810 / 0.187
timing repair buffer: 116 / 1050 / 0.0409
clock buffer: 77 / 1650 / 0.0641
tap: 592 / 741 / 0.0288
clock inverter: 33 / 268 / 0.0104
inverter: 9 / 33.8 / 0.00131
==> sequential cells by signal (all words and copies together), names as in the netlist, 5 cells and up <==
| signal | flops |
|---|---|
| mem | 512 |
| rd_data | 32 |
| rptr_bin | 5 |
| rptr_gray_w1 | 5 |
| rptr_gray_w2 | 5 |
| wptr_bin | 5 |
| wptr_gray_r1 | 5 |
| wptr_gray_r2 | 5 |
==> worst paths after layout <==
check	end	depth (start not counted)	slack [ns]	start
worst max-delay path	empty	12	2.31	rd_en
worst min-delay path	rptr_gray_w1[2]	0	0.12	rptr_gray[2]
worst max register to register	rd_data[21]	6	3.09	rptr_bin[0]
worst min register to register	rptr_gray_w1[2]	0	0.12	rptr_gray[2]
max in group clk1	mem[14][16]	5	2.72	wr_en
max in group asynchronous	rptr_bin[3]	2	4.35	rrst_n
min in group clk0	wptr_gray_r2[4]	0	0.35	wptr_gray_r1[4]
min in group asynchronous	rd_data[1]	1	0.82	rrst_n
==> power breakdown <==
group | internal [W] | leakage [nW] | switching [W]
clock network | 0.00204 | 0.941 | 0.00151
registers | 0.00471 | 5.46 | 0.000346
logic | 0.00135 | 2.16 | 0.00223
==> layer usage <==
| metal | vias up | global-route usage |
|---|---|---|
| met5 | - | 0.00108 |
| met4 | 0 | 0.0700 |
| met3 | 109 | 0.180 |
| met2 | 725 | 0.427 |
| met1 | 6267 | 0.450 |
| li1 | 5530 | - |
==> metrics by stage <==
step                      instance area, um2  instances  total power, W
after CTS                              25700       2061          0.0122
after global routing                   25700       2061          0.0127
after detailed placement               23800       1951         0.00869
after global placement                 23800       1951         0.00867
final                                  25700       2061          0.0122
after floorplan                        22400       1327         0.00721
==> logic make-up after synthesis <==
family | count (synthesis) | share of synthesized area
and+or+nand+nor | 207 | 0.0489
buffers and inverters | 93 | 0.0217
DFF | 584 | 0.769
adders and majority gates | 4 | 0.00224
muxes | 90 | 0.0416
AOI/OAI and AO/OA | 324 | 0.107
xor gates and xnor gates | 25 | 0.0101
Power is estimated from default activity; no workload was simulated.
